$ cat flow/design.v
`timescale 1ns / 1ps
`timescale 1ns / 1ps
module fpga(
	output	[3:0]	   LED,					     
	inout	   [15:0]	USB_DATA,				  
	output	[1:0]	   USB_ADDR,				  
	output			   USB_SLRD,				  
	output			   USB_SLWR,				  
	output			   USB_SLOE,				  
	input			      USB_FLAGA,				  
	input			      USB_FLAGB,				  
	input			      USB_FLAGC,				  
	input			      USB_FLAGD,				  
	output			   USB_PKEND,				  
	input			      USB_IFCLK				  
	);
assign LED[0] = USB_FLAGA;
assign LED[1] = USB_FLAGB;
assign LED[2] = USB_FLAGC;
assign LED[3] = USB_FLAGD;
usb #(
.DATA_WIDTH (16)
) u_usb (
   .i_usb_ifclk (USB_IFCLK),			  
	.i_usb_flaga (USB_FLAGA),			  
	.i_usb_flagd (USB_FLAGD),			  
   .io_usb_data (USB_DATA),			  
	.o_usb_addr  (USB_ADDR),			  
	.o_usb_slrd  (USB_SLRD),			  
	.o_usb_slwr  (USB_SLWR),			  
	.o_usb_sloe  (USB_SLOE),			  
	.o_usb_pkend (USB_PKEND)			  
);
endmodule
`timescale 1ns / 1ps
`timescale 1ns / 1ps
module usb #(
  parameter DATA_WIDTH = 16
)(
	input								i_usb_ifclk,			  
	input								i_usb_flaga,			  
	input								i_usb_flagd,			  
	inout	[DATA_WIDTH - 1 : 0]		io_usb_data,			  
	output	[1:0]						o_usb_addr,				  
	output								o_usb_slrd,				  
	output								o_usb_slwr,				  
	output								o_usb_sloe,				  
	output								o_usb_pkend 			  
);
localparam IDLE = 3'b000;
localparam SELECT_READ_FIFO = 3'b001;
localparam READ_FROM_USB = 3'b010;
localparam SELECT_WRITE_FIFO = 3'b011;
localparam WRITE_TO_USB = 3'b100;
localparam CALCULATE_CNN = 3'b101;
reg [2 : 0]              state = 0;
reg [2 : 0]              state_nxt = 0;
reg [DATA_WIDTH - 1 : 0] buff [256 : 0];
reg [DATA_WIDTH - 1 : 0] out_buff [256 : 0];
reg [8 : 0]     counter = 0;
reg [8 : 0]     number = 0;
reg [8 : 0]     out_number = 0;
reg [8 : 0]     cal_count = 0;
reg                      calcute_tag = 1'b0; 
reg                      to_cal_tag = 1'b0; 
reg                      usb_slrd = 1'b0;
reg                      usb_slwr = 1'b0;
reg                      usb_sloe = 1'b0;
reg                      usb_pkend = 1'b0;
reg [1 : 0]              usb_addr = 2'b00;
reg [DATA_WIDTH - 1 :  0]usb_data = 0;
reg [4 : 0]              itr = 0;
assign o_usb_addr = usb_addr;
assign o_usb_slrd = usb_slrd;
assign o_usb_slwr = usb_slwr;
assign o_usb_sloe = usb_sloe;
assign o_usb_pkend = usb_pkend;
assign io_usb_data = (usb_sloe == 1'b1)? usb_data : 16'bz;
always @(*) begin
   case (state)
	    IDLE: begin
			if (i_usb_flaga == 1'b1) begin
				state_nxt = SELECT_READ_FIFO;
			end
			else begin
				state_nxt = IDLE;
			end
		end
		SELECT_READ_FIFO: begin
			state_nxt = READ_FROM_USB;
		end
		READ_FROM_USB: begin
			if ((counter == 256) || (i_usb_flaga == 1'b0)) begin
				state_nxt = CALCULATE_CNN;
			end
			else begin
				state_nxt = READ_FROM_USB;
			end
		end
		SELECT_WRITE_FIFO: begin
			if(i_usb_flagd == 1'b1) begin
				state_nxt = WRITE_TO_USB;
			end
			else begin
				state_nxt = IDLE;
			end
		end
		WRITE_TO_USB: begin
		    if(counter == out_number) begin
				state_nxt = IDLE;
			end
			else begin
				state_nxt = WRITE_TO_USB;
			end
		end
		CALCULATE_CNN: begin
		    if(to_cal_tag == 1'b1) begin
			     state_nxt = CALCULATE_CNN;
			 end
			 else if(calcute_tag == 1'b1) begin
			     state_nxt = SELECT_WRITE_FIFO;
			 end
			 else begin
			     state_nxt = IDLE;
			 end
		end
		default: begin
			state_nxt = IDLE;
		end
	endcase
end
always @(posedge i_usb_ifclk) begin
    case (state)
	    IDLE: begin
		   usb_slrd <= 1'b1;
			usb_slwr <= 1'b1;
			usb_sloe <= 1'b1;
			usb_pkend <= 1'b1;
			usb_addr <= 2'b00;
			counter <= 0;
			number <= 0;
			out_number <= 0;
			cal_count <= 0;
			to_cal_tag <=0;
			usb_data <= 0;
			calcute_tag <= 0;
		end
		SELECT_READ_FIFO: begin
			usb_slrd <= 1'b1;
			usb_slwr <= 1'b1;
			usb_sloe <= 1'b0;
			usb_pkend <= 1'b1;
			usb_addr <= 2'b00;
			counter <= 0;
			number <= 0;
			out_number <= 0;
			cal_count <= 0;
			usb_data <= 0;
			calcute_tag <= 0;
			to_cal_tag <= 0;
		end
		READ_FROM_USB: begin
			usb_slrd <= ~usb_slrd;
			usb_slwr <= 1'b1;
			usb_sloe <= 1'b0;
			usb_pkend <= 1'b1;
			usb_addr <= 2'b00;
			if((usb_slrd == 1'b0) && (i_usb_flaga == 1'b1)) begin
				 buff[counter] <= io_usb_data;
				 counter <= counter + 1'b1;
				 to_cal_tag <= 1'b1;
			end
			number <= counter;
			usb_data <= 0;
		end
		SELECT_WRITE_FIFO: begin
		   usb_slrd <= 1'b1;
			usb_slwr <= 1'b1;
			usb_sloe <= 1'b1;
			if(i_usb_flagd == 1'b1) begin
				usb_pkend <= 1'b1;
			end
			else begin
				usb_pkend <= 1'b0;
			end
			usb_addr <= 2'b10;
			counter <= 0;
			usb_data <= 0;
		end
		WRITE_TO_USB: begin
		   usb_slrd <= 1'b1;
			usb_slwr <= ~usb_slwr;
			usb_sloe <= 1'b1;
			usb_addr <= 2'b10;
			if ((usb_slwr == 1'b1) && (i_usb_flagd == 1'b1)) begin
				usb_data <= out_buff[counter];
				counter <= counter + 1'b1;
				if (counter == (out_number - 1'b1)) begin
					usb_pkend <= 1'b0;
				end
			end
		end
		CALCULATE_CNN: begin
		    if (cal_count >= (number - 6)) begin
			     calcute_tag <= 1'b1;
				  to_cal_tag <= 1'b0;
			 end
		    else if (number > 0) begin
              if (itr == 0) begin
						out_buff[out_number] <= buff[cal_count]+buff[cal_count+2]+buff[cal_count+4]+buff[cal_count+6]+buff[cal_count+8];
						itr <= 1;
				  end
				  else if (itr == 1) begin
				      out_buff[out_number] <= buff[cal_count]+buff[cal_count+1]+buff[cal_count+2]-buff[cal_count+6]-buff[cal_count+7]-buff[cal_count+8];
						itr <= 2;
				  end
				  else if (itr == 2) begin
				      out_buff[out_number] <= buff[cal_count]-buff[cal_count+2]+buff[cal_count+3]-buff[cal_count+5]+buff[cal_count+6]-buff[cal_count+8];
						itr <= 3;
				  end
              else if (itr == 3) begin
				      out_buff[out_number] <= buff[cal_count+4];
						cal_count <= cal_count + 3;
						itr <= 0;
				  end
				  out_number <= out_number + 1;
			 end
		end
		default: begin
		    usb_slrd <= 1'b1;
			 usb_slwr <= 1'b1;
			 usb_sloe <= 1'b1;
			 usb_pkend <= 1'b1;
			 usb_addr <= 2'b00;
			 counter <= 0;
			 number <= 0;
			 out_number <= 0;
			 cal_count <= 0;
			 usb_data <= 0;
			 calcute_tag <= 0;
			 to_cal_tag <= 0;
		end
	endcase
end
always @(posedge i_usb_ifclk) begin
   state <= state_nxt;
end
endmodule
$ cat flow/run.sh
#!/bin/bash
# OpenROAD 26Q1-2900-gdf79404cd8, Yosys 0.63+post, stock flow scripts
make -C /OpenROAD-flow-scripts/flow DESIGN_CONFIG=/design/flow/config.mk WORK_HOME=/design/flow/orfs finish
$ cat flow/config.mk
export PLATFORM = sky130hd
export DESIGN_NAME = fpga
export DESIGN_NICKNAME = fpga
export VERILOG_FILES = /design/flow/design.v
export SDC_FILE = /design/flow/constraint.sdc
export NUM_CORES = 4
export LEC_CHECK = 1
export CORE_UTILIZATION = 50
export SYNTH_MEMORY_MAX_BITS = 65536
$ cat flow/constraint.sdc
current_design fpga

set clk_period 1112.8
set clk_io_pct 0.2

create_clock -name clk0 -period $clk_period [get_ports {USB_IFCLK}]

set non_clock_inputs [all_inputs -no_clocks]
set_input_delay [expr $clk_period * $clk_io_pct] -clock clk0 $non_clock_inputs
set_output_delay [expr $clk_period * $clk_io_pct] -clock clk0 [all_outputs]
==> flow_results.xml <==
<?xml version="1.0" encoding="UTF-8"?>
<metrics>
  <group name="synthesis">
    <metric name="edf_count" unit="">8285</metric>
    <metric name="dominant_register_cell" unit="">edfxtp_1</metric>
    <metric name="synth_cell_type_count" unit="">89</metric>
    <metric name="synth.yosys.seq_area_share" unit="">0.562</metric>
    <metric name="synth-warning-count" unit="">2</metric>
    <metric name="synth-cells-yosys" unit="">24100</metric>
    <metric name="ys_ff" unit="">8288</metric>
    <metric name="synth-area-yosys" unit="um^2">442000</metric>
    <metric name="syn-instance-count" unit="">24100</metric>
    <metric name="postSynth.asyncResetShare" unit="">0</metric>
    <metric name="average_size_of_a_mapped_cell" unit="um^2">18.4</metric>
    <metric name="post_synth_instance_area" unit="um^2">442000</metric>
  </group>
  <group name="floorplanning">
    <metric name="die_height" unit="um">943</metric>
    <metric name="fp_util" unit="">0.502</metric>
    <metric name="die.size.x" unit="um">943</metric>
    <metric name="placement_rows" unit="">345</metric>
    <metric name="design.portCount" unit="">31</metric>
  </group>
  <group name="cts">
    <metric name="max-clock-path-buffers" unit="">4</metric>
    <metric name="cts_htree_levels" unit="">6</metric>
    <metric name="clkSinkCount" unit="">8288</metric>
    <metric name="cts_resized" unit="">0</metric>
    <metric name="tritoncts.num_buffers" unit="">871</metric>
    <metric name="cts.repair_timing.setup_buffer_count" unit="">0</metric>
    <metric name="cts-hold-fix-buffers" unit="">0</metric>
    <metric name="root_buffer" unit="">clkbuf_16</metric>
  </group>
  <group name="status">
    <metric name="flow.first_error" unit="">[error] [KeplerFormal.cpp:679] Workflow failed: Iso has multiple drivers: .USB_DATA14, place4717.X0</metric>
    <metric name="run_status" unit="">did not finish</metric>
    <metric name="flow.stopped_at" unit="">clock tree synthesis (4_1_cts)</metric>
  </group>
  <group name="placement">
    <metric name="port_buffers" unit="">9</metric>
    <metric name="routabilityCongestion" unit="">1.14</metric>
    <metric name="post-dp-hpwl" unit="um">1250000</metric>
  </group>
</metrics>
cell families after synthesis:
kind of cell | count (synthesis) | share of synthesized area
mux | 7018 | 0.335
simple gates | 4566 | 0.0442
fa+ha+maj | 245 | 0.00969
compound gates | 1435 | 0.0227
xor+xnor | 122 | 0.00243
buf+inv | 2413 | 0.0233
other cells | 1 | 0.00000847
flops | 8288 | 0.562
through the flow:
step,cell area (um^2),instances,setup WS [ns]
floorplan,442000,24100,667.58
global placement,466000,35600,666.62
detailed placement,466000,35600,666.63
cells in the mapped netlist (all sizes together) (163+ instances only):
cell / instances / area, um^2
edfxtp: 8285 / 249000
mux4: 6238 / 140000
nand2: 2646 / 9930
buf: 1181 / 5660
clkbuf: 989 / 3720
nor2: 741 / 2780
mux2i: 711 / 7120
and3: 454 / 2840
a31oi: 431 / 2700
nand3: 410 / 2060
inv: 240 / 901
a311oi: 214 / 1870
a21oi: 207 / 1040
fa: 163 / 3260
